==> flow/design.v <==
`timescale 1ns / 1ps
module videosyncs (
   input wire clk,
   input wire [2:0] rin,
   input wire [2:0] gin,
   input wire [1:0] bin,
   output reg [2:0] rout,
   output reg [2:0] gout,
   output reg [1:0] bout,
   output reg hs,
   output reg vs,
   output wire [10:0] hc,
   output wire [10:0] vc
   );
   parameter htotal = 800;
   parameter vtotal = 524;
   parameter hactive = 640;
   parameter vactive = 480;
   parameter hfrontporch = 16;
   parameter hsyncpulse = 96;
   parameter vfrontporch = 11;
   parameter vsyncpulse = 2;
   parameter hsyncpolarity = 0;
   parameter vsyncpolarity = 0;
   reg [10:0] hcont = 0;
   reg [10:0] vcont = 0;
   reg active_area;
    assign hc = hcont;
    assign vc = vcont;
   always @(posedge clk) begin
      if (hcont == htotal-1) begin
         hcont <= 0;
         if (vcont == vtotal-1) begin
            vcont <= 0;
         end
         else begin
            vcont <= vcont + 1;
         end
      end
      else begin
         hcont <= hcont + 1;
      end
   end
   always @* begin
      if (hcont>=0 && hcont<hactive && vcont>=0 && vcont<vactive)
         active_area = 1'b1;
      else
         active_area = 1'b0;
      if (hcont>=(hactive+hfrontporch) && hcont<(hactive+hfrontporch+hsyncpulse))
         hs = hsyncpolarity;
      else
         hs = ~hsyncpolarity;
      if (vcont>=(vactive+vfrontporch) && vcont<(vactive+vfrontporch+vsyncpulse))
         vs = vsyncpolarity;
      else
         vs = ~vsyncpolarity;
    end
   always @* begin
      if (active_area) begin
         gout = gin;
         rout = rin;
         bout = bin;
      end
      else begin
         gout = 3'h00;
         rout = 3'h00;
         bout = 2'h00;
      end
   end
endmodule 
==> flow/run.sh <==
#!/bin/bash
# OpenROAD 26Q1-2900-gdf79404cd8, Yosys 0.63+post, stock flow scripts
make -C /OpenROAD-flow-scripts/flow DESIGN_CONFIG=/design/flow/config.mk WORK_HOME=/design/flow/orfs finish
==> flow/config.mk <==
export PLATFORM = sky130hd
export DESIGN_NAME = videosyncs
export DESIGN_NICKNAME = videosyncs
export VERILOG_FILES = /design/flow/design.v
export SDC_FILE = /design/flow/constraint.sdc
export NUM_CORES = 4
export LEC_CHECK = 1
export CORE_AREA = 10 10 114 114
export DIE_AREA = 0 0 124 124
==> flow/constraint.sdc <==
current_design videosyncs

set clk_period 2.2
set clk_io_pct 0.2

create_clock -name clk0 -period $clk_period [get_ports {clk}]

set non_clock_inputs [all_inputs -no_clocks]
set_input_delay [expr $clk_period * $clk_io_pct] -clock clk0 $non_clock_inputs
set_output_delay [expr $clk_period * $clk_io_pct] -clock clk0 [all_outputs]
==> results.json <==
{
  "fp_util_pct": 11.0,
  "synth.top_cell.area_share_pct": 28.8,
  "tritoncts": "built",
  "clock_path_buffers": 2,
  "io_pins": 41,
  "insertion_delay_ns": 0.26,
  "ys.flop_type": "edfxtp_1",
  "dieWidth_um": 124,
  "hold_path_class": "flop to flop",
  "status": "completed",
  "drt-vias-per-instance": 3.48,
  "report.final.slew_viol_count": 0,
  "ys_area_um2": 1150,
  "synthArstFlopShare_pct": 0,
  "fin_hold_ws_ns": 0.493,
  "pre_cts_ws_ns": 0.168,
  "grt_overflow": 0,
  "ys_seq_elements": 22,
  "arrival_ns": 1.66,
  "reg2reg_slack_ns": 0.50,
  "dr.pass1.iters": 4,
  "crit_fanout": 8,
  "setup_violations": 0,
  "rsz0062_at_grt": "no",
  "layout_min_cycle_time_ns": 2.10,
  "top_area_cell": "edfxtp_1",
  "num_rows": 37,
  "warnings": 25,
  "fin_util_pct": 17.9,
  "startpoint_type": "flop",
  "power.density_nw_per_um2": 371,
  "antenna_found_initial": 0,
  "gp_congestion": 0.823,
  "hpwl_um": 2570,
  "hold_viol_final": 0,
  "timing.rr.end": "vcont[4]",
  "grt_pass1_wl_um": 4910,
  "cts_sinks": 22,
  "die_h_um": 124,
  "irDropWorstVdd_uv": 120,
  "min_period_over_period_pct": 95.2,
  "grt_usage_pct": 3.86,
  "end_kind": "output port",
  "fmax_mhz": 477,
  "synth_cells": 111,
  "finClkSkew_ns": 0.00210,
  "synthesis.area_um2": 1150,
  "r2r.worst_path.cells": 3,
  "design_area_um2": 1870,
  "common_cells": "dfxtp_1, edfxtp_1, nand3_1, and2_1, xnor2_1",
  "cts_made_buffers": 3,
  "clk_pin_slew_worst_paths_ns": 0.08,
  "tightest_slew_ns": 0.337,
  "syn2layout_area_growth_pct": 62.6,
  "yosys.stat.seqShare_pct": 48.0,
  "grt_pass1_vias": 918,
  "slew_headroom_pct": 77.5,
  "portBuffers": 40,
  "routedWlPerCell_um": 10.9,
  "top_cells_by_area": "edfxtp_1, dfxtp_1, xnor2_1, xor2_1, and2_1",
  "maxCapViolCount": 0,
  "core_area_um2": 10400,
  "antenna_cells": 0,
  "critPathCapture": "gout[2]",
  "cts-root-buf": "clkbuf_8",
  "setup.worst_path.start": "vcont[9]",
  "timing.rr.start": "hcont[5]",
  "syn_area_per_cell_um2": 10.3,
  "route.detailed.drc": 0,
  "hold_buffers": 0,
  "drt_wl_total_um": 3270,
  "n_fill_cell": 1141,
  "yosysUniqueCellTypes": 30,
  "drtAntennaViolNets": 0,
  "placed_area_um2": 1750,
  "critPathKind": "flop to output port",
  "drive_gt1_share_pct": 14.7,
  "yosysWarningCount": 1,
  "vias": 1041,
  "p_leak_uw": 0.000661,
  "yosys-stat-cells": 111,
  "setup_tns_ns": 0,
  "die_area_um2": 15400,
  "drtIter0Drc": 51,
  "grt_max_degree": 17,
  "layout_setup_ws_ns": 0.105,
  "edf_count": 11,
  "cp.required_ns": 1.76,
  "htreeDepth": 1
}
-- critical path: stages, from the launching register on --
cell and delay, ns:
edfxtp_1 0.40, nor3_2 0.18, and3_4 0.23, and2_1 0.12, clkdlybuf4s50_1 0.47
-- cells in the final DEF, fill, tap and decap left out, types with 2 or more instances in the layout --
master	Yosys	routed
xor2_1	6	6
nand4_1	5	5
edfxtp_1	11	11
xnor2_1	8	8
or4_1	2	2
and4_1	5	5
nor2_1	7	6
nor3_1	3	2
nand2_1	7	6
o31ai_1	2	2
buf_4	0	11
o21ai_0	4	3
and2_1	8	8
dfxtp_1	11	10
nand3_1	9	9
clkbuf_8	0	3
inv_1	2	2
clkdlybuf4s50_1	0	39
nor2b_1	2	2
a21oi_1	3	3
-- report_power, final --
group | internal (uW) | total, uW | switching [uW]
clock network | 129 | 253 | 124
registers | 425 | 425 | 0
logic | 12.3 | 14.2 | 1.83
-- how the worst min path moves through the flow --
stage | endpoint | start | slack (ns) | depth (start not counted)
after CTS | hcont[0] | hcont[0] | 0.51 | 1
after global routing | hcont[7] | hcont[7] | 0.55 | 1
final | hcont[0] | hcont[0] | 0.49 | 1
-- flip-flops by register name, indices dropped and copies added, names as in the netlist --
register	flops
hcont	11
vcont	11
-- repair_timing --
action                                  4_1_cts  5_1_grt
setup buffers                                 2        2
pin swaps                                     0        3
gates resized                                 2       10
endpoints found under the setup margin        9        9
-- stage by stage --
| step | total power [uW] | cells |
|---|---|---|
| floorplan | 435 | 111 |
| global placement | 449 | 291 |
| detailed placement | 449 | 291 |
| CTS | 706 | 297 |
| global route | 721 | 299 |
| finish | 692 | 299 |
-- layer usage --
layer | GRT usage (%) | up-vias | part of all wire, %
li1 | - | 519 | -
met3 | 1.74 | 2 | 13
met4 | 0.791 | 0 | 1.7
met5 | 0 | - | 0
met2 | 6.59 | 31 | 46
met1 | 4.38 | 489 | 40
-- cell families after synthesis --
group | after synthesis | synth area share [%]
simple gates | 56 | 30.2
flops | 22 | 48.0
xor+xnor | 14 | 10.7
compound gates | 12 | 6.43
buf+inv | 5 | 2.51
fa+ha+maj | 2 | 2.18
-- layout make-up --
cell class                 instances  area [um^2]  share of cell area [%]
clock buffer                       4         45.0                    2.41
timing repair buffer              51          485                    26.0
multi-input combinational         84          606                    32.5
inverter                           2         7.51                   0.402
tap                              136          170                    9.12
sequential                        22          552                    29.6
Power is estimated from default activity; no workload was simulated.
