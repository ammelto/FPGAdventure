**./config.mk**
```make
export PLATFORM = sky130hd
export DESIGN_NAME = BlackInner
export DESIGN_NICKNAME = BlackInner
export VERILOG_FILES = /design/flow/design.v
export SDC_FILE = /design/flow/constraint.sdc
export NUM_CORES = 4
export LEC_CHECK = 1
export CORE_AREA = 10 10 70 70
export DIE_AREA = 0 0 80 80
```
**./constraint.sdc**
```tcl
current_design BlackInner

set clk_period 2.4
set clk_io_pct 0.2

create_clock -name clk0 -period $clk_period [get_ports {clk_vga}]

set non_clock_inputs [all_inputs -no_clocks]
set_input_delay [expr $clk_period * $clk_io_pct] -clock clk0 $non_clock_inputs
set_output_delay [expr $clk_period * $clk_io_pct] -clock clk0 [all_outputs]
```
**./design.v**
```verilog
`timescale 1ns / 1ps
module BlackInner(clk_vga, CurrentX, CurrentY, mapData, wall);
	input clk_vga;
	input [9:0]CurrentX;
	input [8:0]CurrentY;
	input [7:0]wall;
	output [7:0]mapData;
	reg [7:0]mColor;
	always @(posedge clk_vga) begin
		if(((CurrentY < 40) && (CurrentX < 260)) || ((CurrentY < 40) && ~(CurrentX < 380))) begin
			mColor[7:0] <= wall;
		end
		else if(CurrentX < 40) begin
			mColor[7:0] <= wall;
		end
		else if(~(CurrentX < 600)) begin
			mColor[7:0] <= wall;
		end
		else if((~(CurrentY < 440) && (CurrentX < 260)) || (~(CurrentY < 440) && ~(CurrentX < 380))) begin
			mColor[7:0] <= wall;
		end else
			mColor[7:0] <= 8'b10110110;	
	end
	assign mapData = mColor;
endmodule
```
**./run.sh**
```bash
#!/bin/bash
# OpenROAD 26Q1-2900-gdf79404cd8, Yosys 0.63+post, stock flow scripts
make -C /OpenROAD-flow-scripts/flow DESIGN_CONFIG=/design/flow/config.mk WORK_HOME=/design/flow/orfs finish
```
==> report_table.html <==
<h2>Implementation results</h2>
<table>
<tr><th>Metric</th><th>Value</th></tr>
<tr><th colspan="2">Finish</th></tr>
<tr><td>Share of cells above drive strength 1</td><td>a little under an eighth</td></tr>
<tr><td>Total of fill cells in the finished design</td><td>approximately 380</td></tr>
<tr><td>Flip-flop count of the largest register after layout</td><td>8</td></tr>
<tr><td>Utilization after layout</td><td>between 20 and 25%</td></tr>
<tr><td>Largest registers ranked by flip-flop count</td><td>mColor (8)</td></tr>
<tr><td>Final cell count without fillers</td><td>approximately 110</td></tr>
<tr><td>Most common cell after layout, fill and taps aside</td><td>clkdlybuf4s50_1</td></tr>
<tr><td>Layout Area Growth over Synthesis</td><td>107%</td></tr>
<tr><td>Leading cell types in the layout, fill and taps excluded</td><td>clkdlybuf4s50_1, dfxtp_1, o21bai_1</td></tr>
<tr><td>Register bank with the most flops</td><td>mColor</td></tr>
<tr><th colspan="2">Floorplanning</th></tr>
<tr><td>Core box area</td><td>between 3000 and 4000 um2</td></tr>
<tr><td>Number of ports placed on the die boundary</td><td>36</td></tr>
<tr><td>Site row count</td><td>21</td></tr>
<tr><td>Horizontal extent of the die</td><td>~80 um</td></tr>
<tr><td>Height of the die</td><td>80 um</td></tr>
<tr><td>Total die size</td><td>between 6000 and 7000 um2</td></tr>
<tr><td>Starting Density</td><td>between 10% and 20%</td></tr>
<tr><th colspan="2">Yosys</th></tr>
<tr><td>Cell count listed in synth_stat.txt</td><td>34</td></tr>
<tr><td>Post-synth cell types</td><td>18</td></tr>
<tr><td>Average instance area after synthesis</td><td>between 10 and 15 um2</td></tr>
<tr><td>Chip Area, Yosys</td><td>roughly 360 um2</td></tr>
<tr><td>Mapped Area</td><td>between 300 and 400 um2</td></tr>
<tr><td>Flip-flop and latch count after synthesis</td><td>8</td></tr>
<tr><td>Post-synth seq share</td><td>44.1%</td></tr>
<tr><td>Post-Synthesis Cells</td><td>34</td></tr>
<tr><td>Top cells by area</td><td>dfxtp_1, o21bai_1, a2bb2oi_4, o21a_1, o21ai_4</td></tr>
<tr><td>Post-synth top area share</td><td>44.1%</td></tr>
<tr><td>Synth Warn #</td><td>1</td></tr>
<tr><td>Largest area contributor in the netlist</td><td>dfxtp_1</td></tr>
<tr><th colspan="2">Clock tree</th></tr>
<tr><td>Clock root cell</td><td>clkbuf_4</td></tr>
<tr><td>Number of gates resized after CTS</td><td>0</td></tr>
<tr><td>Level count of the clock H-tree</td><td>1</td></tr>
<tr><td>Maximum count of clock buffers along a single path</td><td>2</td></tr>
<tr><td># clock sinks</td><td>8</td></tr>
<tr><td>Number of buffers created by CTS</td><td>3</td></tr>
<tr><td>Hold buffers post-CTS</td><td>0</td></tr>
<tr><td>Clock-pin slew reported for the worst setup and hold paths after clock tree synthesis</td><td>around 0.060 ns</td></tr>
<tr><td>Post-CTS repair timing setup buffer count</td><td>0</td></tr>
<tr><td>Clock tree from TritonCTS</td><td>yes</td></tr>
<tr><th colspan="2">Setup path</th></tr>
<tr><td>Crit start category</td><td>input pin</td></tr>
<tr><td>Arrival time at the worst endpoint</td><td>2.02 ns</td></tr>
<tr><td>Worst Path Max Fanout</td><td>8</td></tr>
<tr><td>Worst endpoint required time</td><td>2.52 ns</td></tr>
<tr><td>Category of the worst setup path capture point</td><td>flop</td></tr>
<tr><td>Category of the critical setup timing path</td><td>in2reg</td></tr>
<tr><th colspan="2">Power</th></tr>
<tr><td>P per Cell Area</td><td>446 nW/um2</td></tr>
<tr><td>Static Leakage</td><td>0.271 nW</td></tr>
<tr><td>Largest vdd supply drop</td><td>between 100 and 150 uV</td></tr>
<tr><td>Post-layout total power</td><td>about 0.33 mW</td></tr>
<tr><th colspan="2">Routing</th></tr>
<tr><td>Detail Route met2 WL</td><td>between 600 and 700 um</td></tr>
<tr><td>Routed metal-1 wire length</td><td>approximately 450 um</td></tr>
<tr><td>Routed wire length per instance</td><td>approximately 11 um</td></tr>
<tr><td>Number of diodes</td><td>0</td></tr>
<tr><td>Routed WL</td><td>roughly 1200 um</td></tr>
<tr><td>Vias/cell</td><td>approximately 3.5</td></tr>
<tr><td>Number of iterations in the first detailed-routing pass</td><td>3</td></tr>
<tr><td>Drt first-iter violations</td><td>17</td></tr>
<tr><td>Post-route DRC</td><td>0</td></tr>
<tr><td>Total met3 wirelength after detailed routing</td><td>roughly 120 um</td></tr>
<tr><td>Highest Signal Layer</td><td>met3</td></tr>
<tr><td>Vias</td><td>394</td></tr>
<tr><td>Antenna-violating nets left</td><td>0</td></tr>
<tr><th colspan="2">STA</th></tr>
<tr><td>TNS Setup</td><td>0 ns</td></tr>
<tr><td>Number of setup violations in the final report</td><td>0</td></tr>
<tr><td>Count of endpoints failing hold in the final timing report</td><td>0</td></tr>
<tr><td>Fin crit share</td><td>around four fifths</td></tr>
<tr><td>Hold slack</td><td>~0.77 ns</td></tr>
<tr><td>Final number of max-transition violations</td><td>0</td></tr>
<tr><td>Unrepaired setup endpoints after global routing</td><td>false</td></tr>
<tr><td>Slew margin rel.</td><td>79.8%</td></tr>
<tr><td>Peak Freq</td><td>approximately 0.53 GHz</td></tr>
<tr><td>Final critical-path required period</td><td>1.90 ns</td></tr>
<tr><td>Actual slew at the worst max-slew pin</td><td>around 0.30 ns</td></tr>
<tr><th colspan="2">Global route</th></tr>
<tr><td>Global-route wire length before repair</td><td>between 1500 and 2000 um</td></tr>
<tr><td>Via count of the first global-routing pass</td><td>around 410</td></tr>
<tr><td>Global-route congestion overflow total</td><td>0</td></tr>
<tr><td>GRT Total Usage</td><td>under 10%</td></tr>
<tr><td>Number of antenna violations at the first check in global routing</td><td>0</td></tr>
<tr><td>Pin count of the biggest net entering global routing</td><td>9</td></tr>
<tr><th colspan="2">Outcome</th></tr>
<tr><td>Outcome</td><td>finished, final reports clean</td></tr>
<tr><th colspan="2">Worst hold path</th></tr>
<tr><td>Path type of the worst min-delay path</td><td>in2reg</td></tr>
<tr><th colspan="2">Placed design</th></tr>
<tr><td>Number of port buffers</td><td>30</td></tr>
<tr><td>Weighted congestion at the end of routability-driven global placement</td><td>roughly 0.68</td></tr>
<tr><td>Placed insts</td><td>between 100 and 150</td></tr>
<tr><th colspan="2">Flow run</th></tr>
<tr><td>Max-cap check violation count</td><td>0</td></tr>
<tr><td>Number of warnings the tools reported</td><td>30</td></tr>
</table>
[synth_stat cells]
cell type,count
a211o_1,1
a21o_1,1
a22o_1,1
a2bb2oi_4,1
a31o_2,1
dfxtp_1,8
nand2_1,2
nand3_1,2
nor2_1,1
nor2b_1,1
nor3_1,1
nor4_1,1
o21a_1,3
o21ai_0,2
o21ai_4,1
o21bai_1,5
or3_1,1
or4_4,1
[cell families after synthesis]
kind of cell	after synthesis	share of synthesized area (%)
and+or+nand+nor	10	15.5
DFF	8	44.1
AOI/OAI and AO/OA	16	40.4
[final timing paths]
check         to  depth (start not counted)   startpoint
max    mColor[2]                          5  CurrentX[4]
min    mColor[3]                          2      wall[3]
[worst max-delay path: stages]
cell	delay (ns)
clkdlybuf4s50_1	0.47
or4_4	0.55
o21ai_4	0.16
a2bb2oi_4	0.24
o21bai_1	0.11
[final cells by class]
type,instances,area (um2),share of cell area (%)
multi-input combinational,26,203,27.0
sequential,8,160,21.3
timing repair buffer,31,308,41.0
tap,46,57.6,7.67
clock buffer,3,22.5,3.00
[report_power, final]
group / total [mW] / internal [mW] / leakage, nW / switching [mW]
Sequential: 0.146 / 0.144 / 0.0669 / 0.00261
Combinational: 0.0876 / 0.0626 / 0.190 / 0.0250
Clock: 0.100 / 0.0571 / 0.0138 / 0.0434
[through the flow]
stage / area (um2) / worst slack, ns
2_1_floorplan: 363 / 0.829
3_3_place_gp: 728 / 0.258
3_5_place_dp: 728 / 0.243
4_1_cts: 751 / 0.497
5_1_grt: 751 / 0.414
6_report: 751 / 0.502
[routing by layer]
layer | track usage, % | up-vias
met2 | 6.10 | 16
met1 | 3.45 | 180
li1 | - | 198
met5 | 0 | -
met4 | 0.704 | 0
met3 | 1.93 | 0
Power is estimated from default activity; no workload was simulated.
